$ cat config.mk
export PLATFORM = sky130hd
export DESIGN_NAME = ID_EX
export DESIGN_NICKNAME = ID_EX
export VERILOG_FILES = /design/flow/design.v
export SDC_FILE = /design/flow/constraint.sdc
export NUM_CORES = 4
export LEC_CHECK = 1
export CORE_AREA = 10 10 141 141
export DIE_AREA = 0 0 151 151
$ cat constraint.sdc
current_design ID_EX

set clk_period 1.0
set clk_io_pct 0.2

create_clock -name clk0 -period $clk_period [get_ports {clk}]

set non_clock_inputs [all_inputs -no_clocks]
set_input_delay [expr $clk_period * $clk_io_pct] -clock clk0 $non_clock_inputs
set_output_delay [expr $clk_period * $clk_io_pct] -clock clk0 [all_outputs]
$ cat design.v
module ID_EX
(
    clk,
    mux8_i,     
    addr_i,
    data1_i,
    data2_i,
    Sign_extend_i,
    instr_i,
    EX_MEM_WB_o,
    EX_MEM_M_o,
    ALUSrc_o,
    ALUOp_o,
    RegDst_o,
    mux6_o,
    mux7_o,
    mux4_o,
    ALU_control_o,
    FW_o1,
    FW_o2,
    mux3_o1,
    mux3_o2
);
input           clk;
input    [31:0]    mux8_i;
input   [31:0]  addr_i;
input   [31:0]  data1_i;
input   [31:0]  data2_i;
input   [31:0]  Sign_extend_i;
input   [31:0]  instr_i;
output  [1:0]   EX_MEM_WB_o;
output  [1:0]   EX_MEM_M_o;
output          ALUSrc_o;
output    [1:0]    ALUOp_o;
output            RegDst_o;
output    [31:0]    mux6_o;
output    [31:0]    mux7_o;
output    [31:0]    mux4_o;
output    [31:0]    ALU_control_o;
output    [4:0]    FW_o1;
output    [4:0]    FW_o2;
output    [4:0]    mux3_o1;
output    [4:0]    mux3_o2;
reg       [1:0]      EX_MEM_WB_o;
reg       [1:0]  EX_MEM_M_o;
reg              ALUSrc_o;
reg        [1:0]    ALUOp_o;
reg                RegDst_o;
reg        [31:0]    mux6_o;
reg        [31:0]    mux7_o;
reg        [31:0]    mux4_o;
reg        [31:0]    ALU_control_o;
reg        [4:0]    FW_o1;
reg        [4:0]    FW_o2;
reg        [4:0]    mux3_o1;
reg        [4:0]    mux3_o2;
initial begin
    EX_MEM_WB_o <= 0;
    EX_MEM_M_o <= 0;
    ALUSrc_o <= 0;
    ALUOp_o <= 0;
    RegDst_o <= 0;
    mux6_o <= 0;
    mux7_o <= 0;
    mux4_o <= 0;
    ALU_control_o <= 0;
    FW_o1 <= 0;
    FW_o2 <= 0;
    mux3_o1 <= 0;
    mux3_o2 <= 0;
end
always@(posedge clk) begin
    EX_MEM_WB_o <= mux8_i[1:0];
    EX_MEM_M_o <= mux8_i[3:2];
    ALUSrc_o <= mux8_i[4];
    ALUOp_o <= mux8_i[6:5];
    RegDst_o <= mux8_i[7];
    mux6_o <= data1_i;
    mux7_o <= data2_i;
    mux4_o <= Sign_extend_i;
    ALU_control_o <= Sign_extend_i;
    FW_o1 <= instr_i[25:21];
    FW_o2 <= instr_i[20:16];
    mux3_o1 <= instr_i[20:16];
    mux3_o2 <= instr_i[15:11];
end
endmodule
$ cat run.sh
#!/bin/bash
# OpenROAD 26Q1-2900-gdf79404cd8, Yosys 0.63+post, stock flow scripts
make -C /OpenROAD-flow-scripts/flow DESIGN_CONFIG=/design/flow/config.mk WORK_HOME=/design/flow/orfs finish
==> ci_impl_report.md <==
## PnR job results

| Metric | Value |
|---|---|
| Setup violators final | 108 |
| Worst-path fanout max | 2 |
| Fin crit period | 1.12 ns |
| Worst-Margin Slew | 0.179 ns |
| Initial antenna violation count | 0 |
| Drt wl/cell | 15.9 um |
| Share of layout cells above drive strength 1 | 0.569 |
| Top cells excl fill/tap | buf_2 (148), clkdlybuf4s50_1 (119), dfxtp_1 (64), dfxtp_2 (55), clkbuf_16 (17) |
| Area of the core | 0.0167 sq mm |
| Hold Path Stages | 1 |
| Worst hold slack | 0.232 ns |
| Final TNS setup | -1.80 ns |
| Unrepaired setup endpoints after global routing | yes |
| Power Total | 11.3 mW |
| Log Warnings | 100 |
| Fin util | 0.318 |
| CTS buffer count | 17 |
| Layout fillers | 1692 |
| Hold Vio Cnt, Final | 0 |
| Vias | 2061 |
| Worst-path clk slew | 0.05 ns |
| Reg area | 0.00245 sq mm |
| YS chip area | 0.00266 sq mm |
| Dominant logic cell type in the layout | buf_2 |
| Cell variety after synth | 2 |
| Peak VDD IR | 1.04 mV |
| Die Area | 0.0228 sq mm |
| Routed vias/inst | 3.19 |
| Port bufs | 275 |
| Met3 WL post-DR | 1.63 mm |
| Multi-In Gates | 0 |
| Overflow after GRT | 0 |
| Final ANT Viol Nets | 0 |
| Startpoint class of the critical path | flip-flop |
| Register bit total from synthesis | 119 |
| Drt total wl | 10.3 mm |
| Max Fclk | 890 MHz |
| Comb area | 0 sq um |
| Worst hold path type | input port to flip-flop |
| First-pass GRT wire length | 14.3 mm |
| IO Pins | 349 |
| Synth Cell Area | 0.00266 sq mm |
| Status | complete, but fails checks |
| Relative slew slack | 0.881 |
| Inserted Diodes | 0 |
| WL met2 | 4.85 mm |
| Max layer used | met4 |
| Crit path DAT | 0.92 ns |
| Clock sink total | 119 |
| CTS root buffer | clkbuf_16 |
| Gp weighted congestion | 0.811 |
| H-tree depth | 4 |
| Die y size | 151 um |
| Req. time, crit path | 0.80 ns |
| CTS max path bufs | 2 |
| Max Cap Viol | 0 |
| Synth Seq Share | 0.896 |
| Final Cycle Share | 1.12 |
| Gate count after technology mapping | 156 |
| DRC viols | 0 |
| Failing checks | negative setup slack |
| CTS tree | built |
| Worst hold path startpoint | Sign_extend_i[1] |
| LEAKAGE | 2.38 nW |
| CP Class | flip-flop to output port |
| Cell Rows | 47 |
| Metal1 wirelength | 3.65 mm |
| Final WS setup | -0.123 ns |
| Hold Path End | ALU_control_o[1] |
| Syn avg cell area | 17.1 sq um |
| Initial core utilization | 0.159 |
| Area growth, synth to finish | 99.9% |
| Largest net degree at the start of global routing | 17 |
| GRT Overall Usage | 0.0835 |
| Die Wd | 151 um |
| PD cells | 2130 mW/mm^2 |
| Crit end category | output port |
| Initial drt markers | 22 |
| Pins Over Slew Limit | 0 |
| Ys Warns | 1 |
| Vias in the first global route | 2272 |
| # Cells Yosys | 156 |
| Drt first pass iters | 2 |
-- Yosys cell counts --
cell type	instances	area [sq um]
buf_4	37	278
dfxtp_1	119	2380
-- critical path, stage by stage (launching register included) --
cell and delay (ns):
dfxtp_2 0.32, buf_6 0.11, buf_6 0.10
-- through the flow --
| step | area [sq um] | std cells | worst slack [ns] |
|---|---|---|---|
| CTS | 5270 | 647 | -0.148 |
| detailed placement | 5410 | 614 | -0.0431 |
| global placement | 5410 | 614 | -0.0389 |
| global route | 5320 | 647 | -0.169 |
| floorplan | 2660 | 156 | 0.420 |
| finish | 5320 | 647 | -0.123 |
-- area by class of cell --
type	count	area share
flip-flops and latches	119	0.461
repair buffers	277	0.385
clock buffers	23	0.0937
well taps	220	0.0518
clock inverters	8	0.00894
-- where the power goes --
part	total, mW	internal [mW]	switching (mW)	leakage (nW)
logic	0.769	0.629	0.141	1.11
registers	5.10	5.03	0.0746	1.00
clock network	5.44	3.45	1.99	0.267
total	11.3	9.11	2.21	2.38
-- layer usage --
metal	global-route usage	up-vias
li1	-	969
met1	0.0894	927
met2	0.134	153
met3	0.0594	12
met4	0.0144	0
met5	0	-
-- what timing repair did --
action / 4_1_cts / 5_1_grt
hold buffers: 0 / 0
setup buffers: 2 / 0
resized: 542 / 16
hold endpoints to repair: 0 / 0
gates cloned: 0 / 0
setup endpoints to repair: 156 / 156
-- state kept, by name, indices dropped and copies added, names as in the netlist, 2 cells and up --
signal and cells:
ALU_control_o 32, mux6_o 32, mux7_o 32, FW_o1 5, mux3_o1 5, mux3_o2 5
ALUOp_o 2, EX_MEM_M_o 2, EX_MEM_WB_o 2
-- kinds of logic (layout without fill, tap and decap cells) --
| family | Yosys count | after routing | share of synthesized area |
|---|---|---|---|
| buffers and inverters | 37 | 308 | 0.104 |
| flip-flops | 119 | 119 | 0.896 |
-- worst max-delay path by stage --
stage	endpoint	slack, ns	start
after CTS	ALU_control_o[25]	-0.15	ALU_control_o[25]
after global routing	ALU_control_o[25]	-0.17	ALU_control_o[25]
final	ALU_control_o[25]	-0.12	ALU_control_o[25]
Power is estimated from default activity; no workload was simulated.
