### /design/flow/constraint.sdc
current_design MEM_WB

set clk_period 1.0
set clk_io_pct 0.2

create_clock -name clk0 -period $clk_period [get_ports {clk}]

set non_clock_inputs [all_inputs -no_clocks]
set_input_delay [expr $clk_period * $clk_io_pct] -clock clk0 $non_clock_inputs
set_output_delay [expr $clk_period * $clk_io_pct] -clock clk0 [all_outputs]
### /design/flow/config.mk
export PLATFORM = sky130hd
export DESIGN_NAME = MEM_WB
export DESIGN_NICKNAME = MEM_WB
export VERILOG_FILES = /design/flow/design.v
export SDC_FILE = /design/flow/constraint.sdc
export NUM_CORES = 4
export LEC_CHECK = 1
export CORE_UTILIZATION = 30
### /design/flow/design.v
module MEM_WB
(
    clk,
    wb,
    in1,
    in2,
    in3,
    reg_write,
    mem_to_reg,
    in1_out,
    in2_out,
    in3_out
);
input           clk;
input   [1:0]   wb;
input   [31:0]  in1,in2;
input   [4:0]   in3;
output          reg_write, mem_to_reg;
output  [31:0]  in1_out,in2_out;
output  [4:0]   in3_out;
reg             reg_write, mem_to_reg;
reg     [31:0]  in1_out,in2_out;
reg     [4:0]   in3_out;
initial begin
    reg_write <= 0;
    mem_to_reg <= 0;
    in1_out <= 0;
    in2_out <= 0;
    in3_out <= 0;
end
always @( posedge clk ) begin
    reg_write  <= (wb & 2'b10) ? 1'b1 : 1'b0;
    mem_to_reg <= (wb & 2'b01) ? 1'b1 : 1'b0;
    in1_out <= in1;
    in2_out <= in2;
    in3_out <= in3;
end
endmodule
### /design/flow/run.sh
#!/bin/bash
# OpenROAD 26Q1-2900-gdf79404cd8, Yosys 0.63+post, stock flow scripts
make -C /OpenROAD-flow-scripts/flow DESIGN_CONFIG=/design/flow/config.mk WORK_HOME=/design/flow/orfs finish
==> results_slide.txt <==
Implementation Results

Final timing
  • Worst-Margin Slew: roughly 0.1 ns
  • Post-layout period usage: 92.8%
  • Clock period minus worst slack: 0.928 ns
  • RSZ-0062 raised after global routing: false
  • Endpoints failing hold: 0
  • Setup TNS: 0 ns
  • Final Hold Slack: 0.313 ns
  • Setup WS post-layout: just over 0.07 ns
  • Max-slew violations: 0
  • Max Clock Freq: approximately 1100 MHz
  • Slew HR: roughly 93%
  • # setup viols final: 0

Power
  • Cell Int Power: 4.23 mW
  • Leak Pwr: 1.24 nW
  • Sw power: approximately 940 uW
  • Sw frac: a little under a fifth
  • Final total power: between 5 and 6 mW
  • Clock share of power: between 30% and 40%
  • Seq pwr share: about 58%
  • Total power density per cell area: 1910 nW/um2
  • Peak VDD IR: between 1000 and 1500 uV
  • Comb power frac: roughly 7.3%

Route
  • Remaining DRCs: 0
  • Drt pass-1 iters: 13
  • Avg WL per Cell: around 12 um
  • Vias per cell: 3.87
  • Diode count: 0
  • Antenna viol nets, final: 0
  • Routed WL: around 3300 um
  • 1st-iter DRT viols: 31
  • DR vias: approximately 1100

Synth
  • Main synth FF type: dfxtp_1
  • Yosys cell count: about 70
  • Syn_area_per_cell: roughly 20 um2
  • Post-Syn Instances: just over 70
  • Max-area cell share: about 100%
  • Synth cell count leaders: dfxtp_1 (71)
  • YS chip area: roughly 1400 um2
  • Top cells by area: dfxtp_1 (100%)
  • Mapped Area: between 1000 and 1500 um2
  • Post-synthesis sequential area ratio: approximately 100%
  • Flip-flops with a built-in enable: 0
  • Synth top cell by count: dfxtp_1
  • Distinct cells, synth: 1
  • Asr flop ratio synth: 0%
  • FF+latch count, synth: about 70
  • Yosys top cell by area: dfxtp_1
  • Synth Warn #: 1

Global routing
  • Largest net degree at the start of global routing: 11
  • GRT Overall Usage: around 14%
  • Overflow after GRT: 0
  • Initial antenna violation count: 0
  • Vias in the first global route: ~1100
  • First-pass GRT wire length: ~5000 um

Floorplanning
  • Die y size: between 70 and 80 um
  • Rows: 24
  • Placeable Area: ~4400 um2
  • IO Pins: between 100 and 150
  • Die ar.: approximately 5000 um2
  • Die X: a little over 70 um
  • Fp util: roughly a third

Final layout
  • Fin util: about three fifths
  • Biggest regs: in1_out x32, in2_out x32, in3_out x5
  • Layout cells sized above 1: 38.1%
  • Comb_multi_in: 0
  • Logic area: 0 um2
  • Area growth syn-to-layout: 90.5%

Critical path
  • Worst Path Required: roughly 0.8 ns
  • Critical Path, Cell by Cell: buf_2
  • Slowest cell delay on critical path: 0.31 ns
  • WS Path Type: reg2out
  • Setup crit end kind: primary output
  • Top Family by Delay on Critical Path: flip-flops
  • Max FO, Critical Path: 1
  • WP data arrival: between 0.7 and 0.8 ns
  • Worst Setup Start Kind: register
  • WP buf/inv: 1
  • Critical Path Slowest Stage Cell: dfxtp_2

CTS
  • CTS tree: done
  • Longest Clk Path Bufs: 2
  • Setup Buffers After CTS: 0
  • CTS root buf: clkbuf_8
  • Clock Sinks: 71
  • # H-tree levels: 3
  • TritonCTS Buffers: 9
  • Worst-path clk slew: approximately 0.06 ns

Placement
  • Dpl hpwl: 2620 um
  • Routability Congestion: 0.735
  • Pre-CTS setup slack: about 0.027 ns
  • Port bufs: 142

Job
  • Max-cap viol count: 0
  • Tool warnings: 26

Outcome
  • Status: finished, final reports clean

Min path
  • Min-delay worst type: in2reg
-- timing repair --
action / 4_1_cts / 5_1_grt
resized: 212 / 7
hold buffers: 0 / 0
endpoints found under the setup margin: 71 / 6
-- layer usage --
metal  vias to the layer above  share of wire, %  track usage [%]
met2                        83                50             24.3
met3                         8                15             8.96
met4                         0               2.3             3.33
met1                       466                33             13.6
li1                        520                 -                -
met5                         -                 0                0
-- worst paths after layout --
check / startpoint / end / slack (ns) / cells after the start
max: in2_out[5] / in2_out[5] / 0.07 / 1
min: in2[26] / in2_out[26] / 0.31 / 1
-- kinds of logic (layout without fill, tap and decap cells) --
| kind of cell | count (synthesis) | in the layout | synth area share, % |
|---|---|---|---|
| flip-flops | 71 | 71 | 100 |
| buffers and inverters | 0 | 155 | 0 |
-- power groups by stage --
| stage | clock network, mW | registers (mW) | logic, mW |
|---|---|---|---|
| CTS | 1.85 | 3.01 | 0.395 |
| global route | 1.99 | 3.02 | 0.412 |
| finish | 1.77 | 3.01 | 0.379 |
-- metrics by stage --
step                cell area, um2  instances
floorplan                     1420         71
global placement              2910        265
detailed placement            2910        265
CTS                           2740        278
global route                  2710        278
finish                        2710        278
-- final cells by class --
| cell class | instances | area (um2) |
|---|---|---|
| clock buffers | 11 | 141 |
| clock inverters | 2 | 10.0 |
| fillers | 379 | 1740 |
| well taps | 52 | 65.1 |
| flip-flops and latches | 71 | 1430 |
| repair buffers | 142 | 1070 |
-- layout by cell type, fill, tap and decap left out, drive strengths merged --
| cell type | n |
|---|---|
| clkdlybuf4s50 | 71 |
| dfxtp | 71 |
| buf | 65 |
| clkbuf | 17 |
| clkinv | 2 |
Power and IR drop assume default switching activity.
