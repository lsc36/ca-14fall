<file path="./run.sh">
#!/bin/bash
# OpenROAD 26Q1-2900-gdf79404cd8, Yosys 0.63+post, stock flow scripts
make -C /OpenROAD-flow-scripts/flow DESIGN_CONFIG=/design/flow/config.mk WORK_HOME=/design/flow/orfs finish
</file>
<file path="./config.mk">
export PLATFORM = sky130hd
export DESIGN_NAME = EX_MEM
export DESIGN_NICKNAME = EX_MEM
export VERILOG_FILES = /design/flow/design.v
export SDC_FILE = /design/flow/constraint.sdc
export NUM_CORES = 4
export LEC_CHECK = 1
export CORE_AREA = 10 10 104 104
export DIE_AREA = 0 0 114 114
</file>
<file path="./constraint.sdc">
current_design EX_MEM

set clk_period 1.0
set clk_io_pct 0.2

create_clock -name clk0 -period $clk_period [get_ports {clk}]

set non_clock_inputs [all_inputs -no_clocks]
set_input_delay [expr $clk_period * $clk_io_pct] -clock clk0 $non_clock_inputs
set_output_delay [expr $clk_period * $clk_io_pct] -clock clk0 [all_outputs]
</file>
<file path="./design.v">
module EX_MEM
(
    clk,
    wb,
    m,
    in1,
    in2,
    in3,
    wb_out,
    mem_read,
    mem_write,
    in1_out,
    in2_out,
    in3_out
);
input           clk;
input   [1:0]   m,wb;
input   [31:0]  in1,in2;
input   [4:0]   in3;
output          mem_read, mem_write;
output  [1:0]   wb_out;
output  [31:0]  in1_out,in2_out;
output  [4:0]   in3_out;
reg             mem_read, mem_write;
reg     [1:0]   wb_out;
reg     [31:0]  in1_out,in2_out;
reg     [4:0]   in3_out;
initial begin
    mem_read <= 0;
    mem_write <= 0;
    wb_out <= 0;
    in1_out <= 0;
    in2_out <= 0;
    in3_out <= 0;
end
always @( posedge clk ) begin
    mem_read  <= (m & 2'b10) ? 1'b1 : 1'b0;
    mem_write <= (m & 2'b01) ? 1'b1 : 1'b0;
    wb_out <= wb;
    in1_out <= in1;
    in2_out <= in2;
    in3_out <= in3;
end
endmodule
</file>
==> results.cfg <==
; implementation run metrics
[floorplan]
initCoreUtil_pct = 16.8
chip_area_um2 = 13000
die-width_um = 114
rows = 34
core_region_area_um2 = 8680
boundaryPins = 147
die-height_um = 114

[worst_hold_path]
worstHoldPathType = in -> reg

[power]
power.total_uw = 5710
power.leakage_uw = 0.00129
vdd_drop_max_v = 0.000828
power-per-cell-area_nw_per_um2 = 1980

[sta]
setup-violations-final = 0
worstMarginPinSlew_ns = 0.103
period_minus_slack_ns = 0.950
finalHoldWorstSlack_ns = 0.298
clock.fmax_mhz = 1050
slew_headroom_pct = 93.1
final-max-slew-violation-count = 0
rsz0062_at_grt = yes
layout_worst_path_cycle_share_pct = 95.0
final_hold_viol_count = 0

[clock_network]
post_cts.repair.setup_buffers = 0
cts_inserted_buffers = 9
clockBufferDepth = 2
clk_pin_slew_ns = 0.07
numClockSinks = 73
clockRootBuffer = sky130_fd_sc_hd__clkbuf_8
cts_hold_buffers = 0
depth_of_the_cts_h_tree = 3
cts_tree = yes

[detailed_routing]
drc = 0
route.final.wire_length_um = 4650
drtIter0Drc = 13
route.vias.total = 1078
dr.max_layer_used = met4
total_length_of_routed_met3_wires_um = 922
drtAntennaViolNets = 0
initial_drt_pass_iterations = 3
route.antenna.diode_count = 0
drt-wirelength-per-cell_um = 13.6
routed_wire_length_on_met2_um = 2030
route.layer.met1.wl_um = 1620
route.detailed.vias_per_inst = 3.15

[setup_path]
cp.required_ns = 0.80
cp_num_buf_inv = 1
cp_slowest_stage_delay_ns = 0.31
worst_ep_arrival_time_ns = 0.75
setup.worst_path.class = reg -> out
timing.critical_path.max_delay_family = flip-flops
worst_setup_path_start_kind = flop
critical_path_cell_by_cell = buf_2
path_max_fanout = 1
critical_path.endpoint_type = output pin
crit_path_top_delay_cell = sky130_fd_sc_hd__dfxtp_2

[run]
warning_count = 26
max_cap_violations = 0

[cells_and_area]
n_multi_input_combinational_cell = 0
most-common-layout-cells = sky130_fd_sc_hd__clkdlybuf4s50_1, sky130_fd_sc_hd__buf_2, sky130_fd_sc_hd__dfxtp_1
fraction_of_final_layout_cells_sized_beyond_drive_strength_1_pct = 38.9
synth_to_final_area_change_pct = 97.8
layout.area.comb_um2 = 0

[place]
io_buffer_count = 146
dpl.hpwl_um = 3850
gp_routability_congestion = 0.643

[global_routing]
largest_net_degree_at_the_start_of_global_routing = 13
grt_pass1_vias = 1170
grt_first_pass_wirelength_um = 6790
grt_usage_pct = 6.74
antenna_violations_before_repair = 0
overflow = 0

[yosys]
post_synth_instance_area_um2 = 1460
synth-seq-area-share_pct = 100
yosysTopAreaCellShare_pct = 100
ys_seq_elements = 73
synth.yosys.warnings = 1
netlist.top_cell.by_area = sky130_fd_sc_hd__dfxtp_1
cells_yosys = 73
cells_taking_the_most_area_after_synthesis = sky130_fd_sc_hd__dfxtp_1
chip_area_estimate_from_yosys_synthesis_um2 = 1460
mapped_cells = 73
synthesis.area_per_instance_um2 = 20.0
post_synth_num_cell_types = 1

[status]
run_status = complete, no violations
metal layers:
layer	track usage [%]	vias to the layer above
met1	6.93	452
li1	-	536
met2	9.83	85
met5	0	-
met3	6.54	5
met4	1.25	0
registers in the layout, indices dropped and copies added, names as in the netlist:
signal	count
in3_out	5
wb_out	2
in1_out	32
mem_read	1
mem_write	1
in2_out	32
worst paths after layout:
path,slack (ns),cells after the start,end,start
hold / removal,0.30,1,in1_out[16],in1[16]
setup / recovery,0.05,1,in1_out[17],in1_out[17]
metrics by stage:
stage	setup WS [ns]	setup TNS, ns	area [µm²]	instances	util, %
floorplan	0.538	0	1460	73	-
global placement	0.00380	0	3060	327	35.2
detailed placement	0.00464	0	3060	327	35.2
global route	-0.00388	-0.00701	2890	342	33.3
CTS	0.0105	0	2890	342	33.3
finish	0.0498	0	2890	342	33.3
synth_stat cells:
library cell	number
sky130_fd_sc_hd__dfxtp_1	73
kinds of logic after synthesis:
| logic type | after synthesis | synth area share, % |
|---|---|---|
| flip-flops | 73 | 100 |
power breakdown:
| group | switching (µW) | total [µW] | internal, µW | leakage, µW |
|---|---|---|---|---|
| registers | 27.6 | 3090 | 3060 | 0.000616 |
| clock network | 1020 | 2220 | 1200 | 0.0000981 |
| logic | 61.3 | 400 | 339 | 0.000573 |
layout make-up:
cell class            count  area, µm²
timing repair buffer    146       1100
clock inverter            5       56.3
tap                     108        135
fill                    887       5790
clock buffer             10        138
sequential               73       1470
what timing repair did:
action,4_1_cts,5_1_grt
gates cloned,0,0
resized,228,2
endpoints found under the setup margin,73,3
Power is estimated from default activity; no workload was simulated.
